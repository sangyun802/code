File: design.v
module DMA (
    input CLK, BG, reset_n,
    input [4 * 16 - 1 : 0] edata,
    input cmd,
    output reg BR, 
    output WRITE,
    output [16 - 1 : 0] addr, 
    output [4 * 16 - 1 : 0] data,
    output reg [1:0] offset,
    output reg interrupt);
    reg [1:0] counter;
    reg write;
    always@(posedge CLK)begin
        if(reset_n)begin
            if(BG&BR) begin
                write<=1;
                counter<=counter+1;
                if(counter==2'b00)
                    offset<=offset+1;
            end
            else begin
                write<=0;
                counter<=2'b00;
                offset<=2'b11;
            end
            if(cmd&(offset!=2'b10))begin
                BR<=1;
            end
            else if(((counter==2'b11)&(offset==2'b10))|!cmd)begin
                BR<=0;
                write<=0;
                counter<=2'b00;
            end
            if(interrupt)begin
                interrupt<=0;
            end
        end
    end
    always@(negedge BG)begin
        interrupt<=1;
    end
    assign data=BG?edata:64'bz;
    assign WRITE=BG?write:1'bz;
    assign addr=(BG&(offset!=2'b11))?(16'h1f4+4*offset):16'bz;
endmodule
File: run.sh
#!/bin/bash
# OpenROAD 26Q1-2900-gdf79404cd8, Yosys 0.63+post, stock flow scripts
make -C /OpenROAD-flow-scripts/flow DESIGN_CONFIG=/design/flow/config.mk WORK_HOME=/design/flow/orfs finish
File: config.mk
export PLATFORM = sky130hd
export DESIGN_NAME = DMA
export DESIGN_NICKNAME = DMA
export VERILOG_FILES = /design/flow/design.v
export SDC_FILE = /design/flow/constraint.sdc
export NUM_CORES = 4
export LEC_CHECK = 1
export CORE_AREA = 10 10 70 70
export DIE_AREA = 0 0 80 80
File: constraint.sdc
current_design DMA

set clk_period 1.3
set clk_io_pct 0.2

create_clock -name clk0 -period $clk_period [get_ports {BG}]
create_clock -name clk1 -period $clk_period [get_ports {CLK}]

set non_clock_inputs [all_inputs -no_clocks]
set_input_delay [expr $clk_period * $clk_io_pct] -clock clk0 $non_clock_inputs
set_output_delay [expr $clk_period * $clk_io_pct] -clock clk0 [all_outputs]
==> results.txt <==
Results of the implementation run.

Along the worst path, the maximum fanout reaches 5. The class of the most critical hold timing path is clock port to flip-flop. The part of the Yosys area used for sequential elements is 19.70%. The overall track demand over capacity in global routing came out at 4.573%.

The count of nets left with antenna violations once routing finished came out at 0. Hold timing on the final database bottoms out at a slack of 0.1933 ns. The count of placed standard cells in the final layout, fillers left out is 119. The arrival time at the worst endpoint came out at 1.20 ns. The height of the die came out at 80 µm. After filler insertion, the fill cell instance count of the layout stands at 382. In this run the tools logged warnings totalling 36.

Clock skew on the completed layout was measured at 0.002584 ns. The number of failing setup endpoints in the final timing report is 9. Setup repair after global routing could not meet its margin everywhere.

The power per standard cell area is 1585 nW/µm². In the placement report, post-DP HPWL is listed as 1140 µm. Synthesis produced a netlist whose cell count is 106.

The count of input and output buffers came out at 14. The total number of yosys warnings is 6. The share of the synthesized area in the top cell type is 63.20%. Grouping stages by cell kind, the critical path spends the most delay in buffers and inverters.

The number of buffers and inverters on the critical path came out at 3. The checks that failed: negative setup slack. TritonCTS built the clock tree.

On met2, the global router reports a usage of 4.254%. The number of cells in Yosys stat is 106. The critical path goes through buf_4 -> ha_2 -> inv_2 -> dlygate4sd2_1. The final number of max-transition violations came out at 0. The maximum VDD drop came out at 0.3275 mV. The antenna diode count is 0.

Using the TritonRoute via totals, the vias-per-cell ratio works out to 3.765. The number of placed cells counting well taps is 101. The max-cap violation count is 0. Of the total power, the clock network draws 38.5%. Looking at the critical path, the single cell with the biggest stage delay is sky130_fd_sc_hd__edfxtp_1. The portion of total power attributed to sequential cells came out at 24.2%. STA classifies the critical path endpoint as a primary output. Internal power comes to 830.1 µW.

The chip occupies 6400 µm². The switching power of the nets came out at 353.8 µW. The via count of the first global-routing pass came to 596. The netlist area before placement came out at 914.6 µm². The layout overhead on the synthesized area is -18.33%. On the reported timing paths, the clock transition at the registers reads 0.04 ns. In the final report, the number of hold violations comes to 0. The largest total area in the synthesized netlist belongs to sky130_fd_sc_hd__buf_4.

The total core area is 3416 µm². The initial core utilization came out at 26.78%. The analysis attributes to cell leakage a power of 0.3453 nW. In this run the most used layer during global routing was met4.

The part of the total power dissipated in combinational logic came out at 37.3%. Routability-driven placement finished with a final weighted congestion of 0.7003. The first-pass iteration count of the detailed router came out at 4. A synthesized cell averages 8.629 µm². The initial detailed-routing violation count is 28. During I/O placement, the number of pins put on the boundary was 153. The synthesis area per yosys came out at 914.6 µm². The routed length per placed instance is 13.41 µm. The proportion of layout cells with a drive suffix above 1 is 49.32%.

For met1 alone, demand over resource in global routing was 2.717%. The run finished, with violations left. Row generation in the floorplan step produced 21 rows. The largest incremental delay on the critical path came out at 0.37 ns.

Recorded from the global router log, the overflow total was 0. The number of antenna violations at the first check in global routing was 0. The die is 80 µm wide. The first global-routing pass estimated 2283 µm of wire. For reference, the top cells by area after synthesis are sky130_fd_sc_hd__buf_4 (63%), sky130_fd_sc_hd__edfxtp_1 (20%), sky130_fd_sc_hd__ha_1 (5.5%). In this run, synthesis produced a sequential element count of 6. The critical path required time came out at 1.04 ns. The routed wire length is 1596 µm. Entering global routing, the biggest net connects 6 pins. After layout, the worst setup slack is -0.1634 ns. By startpoint and endpoint, the worst setup path is classified as flip-flop to primary output. The script parses the final routing iteration and logs DRC violations as 0. The number of distinct library cell variants in the gate-level netlist after synthesis is 13.

In the global route stage, met3 resource usage came out at 6.591%. The count of vias placed by the detailed router is 448. The launching element type of the critical path is a flip-flop.

The switching portion of total power comes to 29.88%.
-- cell type report --
type                    count  area [µm²]  share of cell area (%)
inverters                   5       21.27                   2.848
multi-input cells          25       191.4                   25.63
clock buffers               9       63.81                   8.543
flip-flops and latches      6       180.2                   24.12
clock inverters             1       3.754                  0.5025
well taps                  46       57.56                   7.705
repair buffers             27       229.0                   30.65
-- repair_timing --
action,in CTS,in global routing
buffers inserted,8,1
hold buffers,0,0
gates cloned,0,0
endpoints found under the setup margin,15,13
resized,27,5
pin swaps,2,2
-- layer usage --
layer  wire length, µm  vias up
met2               589       60
met1               411      184
met5                 0        -
li1                  -      173
met4               165        0
met3               431       31
-- power groups by stage --
stage	Clock [mW]	Combinational (mW)	Sequential, mW
4_1_cts	0.484	0.441	0.286
5_1_grt	0.510	0.492	0.290
6_report	0.456	0.441	0.287
-- synthesized netlist by cell type (all sizes together) --
| master | instances |
|---|---|
| inv | 5 |
| ha | 4 |
| nand3 | 3 |
| a21bo | 1 |
| nor2b | 1 |
| o21a | 2 |
| conb | 2 |
| nor3 | 1 |
| buf | 77 |
| nand2 | 2 |
| nor2 | 2 |
| edfxtp | 6 |
-- worst min-delay path: stages --
cell and delay [ns]:
sky130_fd_sc_hd__clkbuf_4 0.14, sky130_fd_sc_hd__nand3_1 0.10, sky130_fd_sc_hd__nor2_2 0.08
-- placed cells by master (no fill, tap or decap), types with 3 or more instances in the layout --
cell / n
sky130_fd_sc_hd__dlygate4sd2_1: 7
sky130_fd_sc_hd__clkbuf_4: 8
sky130_fd_sc_hd__clkdlybuf4s50_1: 3
sky130_fd_sc_hd__ha_2: 3
sky130_fd_sc_hd__conb_1: 9
sky130_fd_sc_hd__edfxtp_1: 6
sky130_fd_sc_hd__nand3_1: 3
sky130_fd_sc_hd__buf_6: 4
sky130_fd_sc_hd__inv_2: 3
sky130_fd_sc_hd__buf_4: 9
-- registers in the layout (all words and copies together), names as in the netlist --
register,flops
write,1
offset,2
BR,1
counter,2
-- logic make-up after synthesis --
group	count (synthesis)	synth area share (%)
DFF	6	19.70
and+or+nand+nor	9	5.336
other	2	0.8211
buffers and inverters	82	65.25
AOI/OAI and AO/OA	3	3.420
adders and majority gates	4	5.472
-- path summary, 6_finish.rpt --
kind,start,endpoint,slack (ns),cells past startpoint
setup / recovery,offset[0]$_SDFFCE_PN1P_,addr[4],-0.16,4
hold / removal,BG,counter[1]$_DFFE_PP_,0.19,3
setup reg to reg,offset[1]$_SDFFCE_PN1P_,offset[1]$_SDFFCE_PN1P_,0.09,4
hold reg to reg,BR$_SDFFCE_PP1P_,offset[1]$_SDFFCE_PN1P_,0.70,2
max in group clk1,offset[1]$_SDFFCE_PN1P_,offset[1]$_SDFFCE_PN1P_,0.09,4
min in group clk0,edata[15],data[15],0.52,0
-- per-stage QoR --
stage	setup TNS (ns)	power, mW	utilization [%]	worst slack, ns	instance area, µm²
detailed placement	-1.396	0.7288	17.51	-0.2343	598.1
finish	-1.223	1.184	21.87	-0.1634	747.0
CTS	-1.381	1.211	21.72	-0.1670	742.0
floorplan	0	0.6011	-	0.1254	940.9
global route	-1.691	1.292	21.87	-0.2190	747.0
global placement	-1.132	0.7276	17.51	-0.2034	598.1
Power and IR drop assume default switching activity.
