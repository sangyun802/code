===== /design/flow/constraint.sdc =====
current_design i_cache

set clk_period 6.6
set clk_io_pct 0.2

create_clock -name clk0 -period $clk_period [get_ports {clk}]

set non_clock_inputs [all_inputs -no_clocks]
set_input_delay [expr $clk_period * $clk_io_pct] -clock clk0 $non_clock_inputs
set_output_delay [expr $clk_period * $clk_io_pct] -clock clk0 [all_outputs]

===== /design/flow/design.v =====
module i_cache(
    input clk,
    input reset_n,
    input jump_stall,
    input readC,                 
    input writeC,                
    input [15:0] address,
    inout [63:0] mem_data,       
    input [15:0] write_data,     
    output reg [15:0] cache_data,    
    output hit,
    output reg readM,                
    output reg writeM,               
    output reg [15:0] mem_address,    
    output reg [1:0] mem_count       
);
    integer count;                           
    wire[11:0] tag;
    wire[1:0] idx, bo;
    assign tag=address[15:4];
    assign idx=address[3:2];
    assign bo=address[1:0];
    reg [76:0] direct_mapped_cache [3:0];
    always@(*)begin
        if(!reset_n)begin
            mem_count<=2'b00;
            for(count=0;count<4;count=count+1)
                direct_mapped_cache[count]=77'd0;
        end
        else if(hit)begin
            mem_count<=2'b00;
        end
    end
    wire[11:0] cache_tag=direct_mapped_cache[idx][76:65];
    wire cache_valid=direct_mapped_cache[idx][64];
    assign hit=(cache_tag==tag)&cache_valid;     
    reg[63:0] to_mem_data;                      
    assign mem_data=writeM?to_mem_data:64'bz;
    always@(*) begin
        if(writeC)begin
            readM=0;
            writeM=1;
        end
        else if(!hit&readC&!jump_stall)begin
            readM=1;
            writeM=0;
        end
        else begin
            readM=0;
            writeM=0;
        end
    end
    always@(address)begin
        mem_count<=2'b00;
    end
    always@(negedge clk)begin
        if(reset_n)begin
            if(!jump_stall)begin
                if(readM|writeM)begin
                    mem_count<=mem_count+1;
                end
            end
            if(writeC)begin
                mem_address=address;
                case(bo)
                    2'b00: to_mem_data={16'h0000, 16'h0000, 16'h0000, write_data};
                    2'b01: to_mem_data={16'h0000, 16'h0000, write_data, 16'h0000};
                    2'b10: to_mem_data={16'h0000, write_data, 16'h0000, 16'h0000};
                    2'b11: to_mem_data={write_data, 16'h0000, 16'h0000, 16'h0000};
                endcase
            end        
            if(hit) begin
                if(readC)begin
                    case(bo)
                        2'b00: cache_data<=direct_mapped_cache[idx][15:0];
                        2'b01: cache_data<=direct_mapped_cache[idx][31:16];
                        2'b10: cache_data<=direct_mapped_cache[idx][47:32];
                        2'b11: cache_data<=direct_mapped_cache[idx][63:48];
                    endcase
                end
                else if(writeC)begin
                    case(bo)
                        2'b00: direct_mapped_cache[idx][15:0]<=write_data;
                        2'b01: direct_mapped_cache[idx][31:16]<=write_data;
                        2'b10: direct_mapped_cache[idx][47:32]<=write_data;
                        2'b11: direct_mapped_cache[idx][63:48]<=write_data;
                    endcase
                end
            end
            else begin
                if(readC&!jump_stall)begin
                    mem_address={address[15:2], 2'b00};
                end
                if(readC&(mem_count==2'b11)) begin
                    direct_mapped_cache[idx]<={tag, 1'b1,mem_data};
                    case(bo)
                        2'b00: cache_data<=mem_data[15:0];
                        2'b01: cache_data<=mem_data[31:16];
                        2'b10: cache_data<=mem_data[47:32];
                        2'b11: cache_data<=mem_data[63:48];
                    endcase
                end
            end
        end
    end
endmodule

===== /design/flow/config.mk =====
export PLATFORM = sky130hd
export DESIGN_NAME = i_cache
export DESIGN_NICKNAME = i_cache
export VERILOG_FILES = /design/flow/design.v
export SDC_FILE = /design/flow/constraint.sdc
export NUM_CORES = 4
export LEC_CHECK = 1
export CORE_UTILIZATION = 40

===== /design/flow/run.sh =====
#!/bin/bash
# OpenROAD 26Q1-2900-gdf79404cd8, Yosys 0.63+post, stock flow scripts
make -C /OpenROAD-flow-scripts/flow DESIGN_CONFIG=/design/flow/config.mk WORK_HOME=/design/flow/orfs finish

==> run notes <==
Implementation run completed; key figures follow.

CTS:
- The run puts the clock transition at the registers of the reported paths at 0.03 ns.
- The run puts the hold buffer count at cts at 0.
- The run gives the clock latency on the worst-skew pair as 0.39 ns.
- The run gives the number of clock sinks seen by CTS as 80.
- The run puts the total CTS buffers at 9.
- The run gives the library cell used as clock root buffer as sky130_fd_sc_hd__clkbuf_8.
- The run gives the CTS tree as done.
- Counting along the longest clock path gives a buffer depth of 2.
- In this run the number of H-tree levels came out at 3.
- After clock tree synthesis, the repair step resized 0 gates.
- After clock tree synthesis, the setup repair step added 0 buffers.

Final layout:
- The run gives the fraction of layout cells with a size suffix above 1 as 0.191.
- The most common logic cell in the final layout is sky130_fd_sc_hd__inv_1.
- The most common logic cells in the final layout are sky130_fd_sc_hd__inv_1, sky130_fd_sc_hd__edfxtp_1, sky130_fd_sc_hd__clkdlybuf4s50_1.
- The area taken by multi-input combinational cells is reported as 729 sq um.
- The run puts the signed area change from the synthesized netlist to the final layout at 31.4%.
- The run puts the number of inserted filler cells in the final layout at 657.
- The run gives the area occupied by registers as 0.00240 sq mm.

Timing:
- The final timing report lists a hold violation count of 0.
- The run puts the final count of negative-setup-slack endpoints at 0.
- The run puts the setup TNS at 0 ns.
- The run gives the transition time of the tightest slew-check pin as 0.691 ns.
- The max-slew check reports its worst relative slack as 0.539.
- The run puts the final setup slack of the worst path at 0.757 ns.
- Setup repair after global routing left no endpoint under its margin.
- The run gives the final tally of max-slew violations as 0.
- In the final run the clock tree shows a worst skew of 0 ns.

Critical path:
- The critical path starts at mem_address[0]$_SDFFCE_NP0P_.
- STA classifies the critical path endpoint as a primary output.
- The run puts the largest stage delay on the critical path at 0.49 ns.
- The slowest stage of the critical path belongs to the cell sky130_fd_sc_hd__clkdlybuf4s50_1.
- Walking the worst path, the cells encountered are clkdlybuf4s50_1.
- In this run the worst path has a maximum fanout of 2.
- Among cell families on the critical path, the largest total delay comes from buffers and inverters.
- Per the post-run analysis, buffers plus inverters along the critical path come to 1.
- The run puts the signal arrival time at the worst endpoint at 4.52 ns.
- The critical path is of the reg2out type.
- The run puts the required time of the critical path at 5.28 ns.
- STA classifies the critical path startpoint as a register.
- For the worst reg-to-reg path, the startpoint reported by OpenROAD is mem_address[1]$_SDFFCE_NP0P_.

Synthesis:
- The main area contributors are sky130_fd_sc_hd__edfxtp_1, sky130_fd_sc_hd__and2_4, sky130_fd_sc_hd__buf_4.
- The run puts the sequential-to-total area share from yosys stat at 0.726.
- Synthesis handed over a netlist of 202 instances.
- The post-synth register bit count is 80.
- The run puts the post-synthesis chip area from yosys at 0.00331 sq mm.
- The run puts the average cell area after synthesis at 16.4 sq um.
- The cell type that accounts for the most area after synthesis is sky130_fd_sc_hd__edfxtp_1.
- The run gives the yosys cell count as 202.
- The run gives the share of the synthesized area in the top cell type as 0.726.
- The run gives the number of distinct library cell variants in the gate-level netlist after synthesis as 18.
- The run gives the area of the mapped netlist as 0.00331 sq mm.
- The run puts the count of warnings emitted by yosys at 619.

Run:
- The report counts max-capacitance violations totalling 0.
- The run puts the stage-log warning count at 105.

Floorplanning:
- The run puts the number of standard-cell rows in the floorplan at 32.
- The run gives the area enclosed by the die boundary as 0.00864 sq mm.
- The run gives the die width as 92.9 microns.
- The run puts the die boundary height at 92.9 microns.
- The run puts the core utilization at floorplan at 0.421.
- The run puts the number of top-level pins at 138.
- The run gives the standard cell core area as 0.00785 sq mm.

Global route:
- The run puts the via count of the first global-routing pass at 2064.
- Recorded from the global router log, the overflow total was 0.
- The first global-routing pass estimated 9450 microns of wire.
- For this run, the total global-route usage over all layers was measured as 0.155.
- The run puts the number of antenna violations at the first check in global routing at 0.
- The run gives the maximum number of pins on one net before global-route repair as 47.

Min path:
- The startpoint identified for the worst hold timing path is mem_address[0]$_SDFFCE_NP0P_.
- The run gives the class of the worst hold path as reg2reg.

Power:
- The run gives the peak ir drop on the vdd network as 0.0000961 V.
- The run gives the power density relative to cell area as 273 mW/mm^2.
- The run puts the leakage power of the design at 1.86 nW.

Drt:
- The run puts the number of nets still failing antenna checks after routing at 0.
- The run gives the total iterations of the first detailed-routing run as 6.
- The run puts the post-detailed-route DRC marker count at 0.
- The run gives the routed wire length as 6240 microns.
- The run gives the via density per instance as 4.42.
- The run gives the number of vias in the routed layout as 1978.
- The first routing iteration left 39 violations.
- The run puts the average routed wire per standard cell at 13.9 microns.
- The run gives the diode insertion count for antenna repair as 0.

Place:
- Per the gpl log, the routability congestion estimate is 0.751.
- The run gives the pre-CTS setup slack as 0.431 ns.
- The run gives the count of port buffers added during placement as 54.
- The run gives the post-detailed-placement half-perimeter wirelength as 3940 microns.

Status:
- The run finished with clean final reports.
-- registers in the layout, summed over array words and instances, names as in the netlist --
signal       flops
mem_address     16
mem_data        64
-- power breakdown --
group | internal, W | switching (W) | leakage, nW
clock network | 0.000199 | 0.000290 | 0.517
logic | 0.0000545 | 0.0000347 | 0.655
registers | 0.000601 | 0.00000665 | 0.686
-- stage by stage --
| step | instance area [sq um] | power [W] | util | cells | hold WS [ns] |
|---|---|---|---|---|---|
| after floorplan | 3380 | 0.000728 | - | 220 | 0.532 |
| after global placement | 3880 | 0.000778 | 0.495 | 354 | 0.580 |
| after detailed placement | 3880 | 0.000779 | 0.495 | 354 | 0.598 |
| after CTS | 4350 | 0.00122 | 0.554 | 448 | 0.613 |
| after global routing | 4350 | 0.00128 | 0.554 | 448 | 0.643 |
| final | 4350 | 0.00119 | 0.554 | 448 | 0.611 |
-- worst paths after layout --
check / end / slack (ns) / depth (start not counted)
worst max register to register: mem_address[1]$_SDFFCE_NP0P_ / 5.76 / 2
worst max-delay path: mem_address[0] / 0.76 / 1
worst min-delay path: mem_address[0]$_SDFFCE_NP0P_ / 0.61 / 2
worst min register to register: mem_address[0]$_SDFFCE_NP0P_ / 0.61 / 2
-- cell usage after synthesis --
cell type and n:
sky130_fd_sc_hd__and2b_4 2, sky130_fd_sc_hd__and3_1 10, sky130_fd_sc_hd__and2_2 15, sky130_fd_sc_hd__edfxtp_1 80, sky130_fd_sc_hd__o21a_1 15, sky130_fd_sc_hd__and3_2 6, sky130_fd_sc_hd__buf_6 6, sky130_fd_sc_hd__and2_1 16
sky130_fd_sc_hd__nor2b_1 2, sky130_fd_sc_hd__mux2i_1 2, sky130_fd_sc_hd__nor2_2 1, sky130_fd_sc_hd__inv_1 1, sky130_fd_sc_hd__buf_2 3, sky130_fd_sc_hd__and2_4 18, sky130_fd_sc_hd__conb_1 1, sky130_fd_sc_hd__clkbuf_1 2
sky130_fd_sc_hd__buf_4 20, sky130_fd_sc_hd__nor2_1 2
-- cell type report --
class                           count  area share
Clock buffer                        9      0.0285
Clock inverter                     86      0.0789
Multi-Input combinational cell    108       0.168
Sequential cell                    80       0.553
Tap cell                          102      0.0294
Timing Repair Buffer               63       0.143
-- cell families (layout without fill, tap and decap cells) --
| group | after synthesis | count (layout) | synth area share |
|---|---|---|---|
| other | 1 | 19 | 0.00113 |
| AND-OR/OR-AND | 15 | 15 | 0.0341 |
| multiplexers | 2 | 2 | 0.00605 |
| buffers and inverters | 32 | 158 | 0.0738 |
| AND/OR/NAND/NOR | 72 | 72 | 0.159 |
| flip-flops | 80 | 80 | 0.726 |
-- layer usage --
layer	vias to the layer above	GRT usage	wire [microns]
met3	13	0.119	805
met5	-	0	0
met2	113	0.210	2820
met1	895	0.191	2490
li1	957	-	-
met4	0	0.0641	127
-- worst reg2reg max path, cell delays in order, from the launching register on --
cell	delay [ns]
sky130_fd_sc_hd__edfxtp_1	0.38
sky130_fd_sc_hd__mux2i_1	0.15
sky130_fd_sc_hd__nor2_1	0.06
Power is estimated from default activity; no workload was simulated.
