===== /design/flow/config.mk =====
export PLATFORM = sky130hd
export DESIGN_NAME = d_cache
export DESIGN_NICKNAME = d_cache
export VERILOG_FILES = /design/flow/design.v
export SDC_FILE = /design/flow/constraint.sdc
export NUM_CORES = 4
export LEC_CHECK = 1
export CORE_AREA = 10 10 96 96
export DIE_AREA = 0 0 106 106

===== /design/flow/constraint.sdc =====
current_design d_cache

set clk_period 2.4
set clk_io_pct 0.2

create_clock -name clk0 -period $clk_period [get_ports {BG}]
create_clock -name clk1 -period $clk_period [get_ports {clk}]

set non_clock_inputs [all_inputs -no_clocks]
set_input_delay [expr $clk_period * $clk_io_pct] -clock clk0 $non_clock_inputs
set_output_delay [expr $clk_period * $clk_io_pct] -clock clk0 [all_outputs]

===== /design/flow/design.v =====
module d_cache(
    input clk,
    input reset_n,
    input readC,                 
    input writeC,                
    input BG,                    
    input [15:0] address,
    inout [63:0] mem_data,       
    input [15:0] write_data,     
    output reg [15:0] cache_data,    
    output hit,
    output reg readM,                
    output reg writeM,               
    output reg [15:0] mem_address,    
    output reg [1:0] mem_count
);
    integer count;                           
    wire[11:0] tag;
    wire[1:0] idx, bo;
    assign tag=address[15:4];
    assign idx=address[3:2];
    assign bo=address[1:0];
    reg [76:0] direct_mapped_cache [3:0];
    always@(*)begin
        if(!reset_n)begin
            mem_count<=2'b00;
            for(count=0;count<4;count=count+1)
                direct_mapped_cache[count]=77'd0;
        end
    end
    wire[11:0] cache_tag=direct_mapped_cache[idx][76:65];
    wire cache_valid=direct_mapped_cache[idx][64];
    assign hit=(cache_tag==tag)&cache_valid;    
    reg[63:0] to_mem_data;                      
    assign mem_data=writeM?to_mem_data:64'bz;
    always@(*) begin
        if(writeC)begin
            readM=0;
            writeM=1;
        end
        else if(!hit&readC)begin
            readM=1;
            writeM=0;
        end
        else begin
            readM=0;
            writeM=0;
        end
    end
    always@(negedge clk)begin
        if(reset_n)begin
            if(readM|writeM)begin
                if(!BG)
                    mem_count<=mem_count+1;
                else
                    mem_count<=2'b01;
            end
            if(writeC) begin
                mem_address=address;
                    to_mem_data={16'h0000, 16'h0000, 16'h0000, write_data};
            end        
            if(hit) begin
                if(readC)begin
                    case(bo)
                        2'b00: cache_data<=direct_mapped_cache[idx][15:0];
                        2'b01: cache_data<=direct_mapped_cache[idx][31:16];
                        2'b10: cache_data<=direct_mapped_cache[idx][47:32];
                        2'b11: cache_data<=direct_mapped_cache[idx][63:48];
                    endcase
                end
                else if(writeC)begin
                    case(bo)
                        2'b00: direct_mapped_cache[idx][15:0]<=write_data;
                        2'b01: direct_mapped_cache[idx][31:16]<=write_data;
                        2'b10: direct_mapped_cache[idx][47:32]<=write_data;
                        2'b11: direct_mapped_cache[idx][63:48]<=write_data;
                    endcase
                end
            end
            else begin
                if(readC)begin
                    mem_address={address[15:2], 2'b00};
                end
                if(readC&(mem_count==2'b11)) begin
                    direct_mapped_cache[idx]<={tag, 1'b1,mem_data};
                    case(bo)
                        2'b00: cache_data<=mem_data[15:0];
                        2'b01: cache_data<=mem_data[31:16];
                        2'b10: cache_data<=mem_data[47:32];
                        2'b11: cache_data<=mem_data[63:48];
                    endcase
                end
            end
        end
    end
    always@(negedge BG) begin
        mem_count<=2'b00;
    end
endmodule

===== /design/flow/run.sh =====
#!/bin/bash
# OpenROAD 26Q1-2900-gdf79404cd8, Yosys 0.63+post, stock flow scripts
make -C /OpenROAD-flow-scripts/flow DESIGN_CONFIG=/design/flow/config.mk WORK_HOME=/design/flow/orfs finish

==> summary.json <==
{
  "outcome": {
    "run_status": "finished, violations left",
    "failed_checks": "negative setup slack"
  },
  "power_and_ir_drop": {
    "total_leakage_power_nw": 1.10,
    "comb_power_share": 0.093,
    "switching_share": 0.243,
    "power_report.internal_total_mw": 1.14,
    "peakVddDrop_v": 0.000245,
    "sequential_power_share": 0.451,
    "switching_power_mw": 0.365,
    "power.density_cell_area_nw_per_um2": 657,
    "clkPwrFrac": 0.456
  },
  "yosys": {
    "number_of_distinct_library_cell_variants_in_the_gate_level_netlist_after_synthesis": 13,
    "synth_warnings": 623,
    "post_synth_inst_count": 125,
    "synth_chip_area_um2": 1690,
    "avgSynthCellArea_um2": 13.5,
    "ys_cells": 125,
    "yosys_register_bits": 32,
    "post_synth_instance_area_um2": 1690,
    "synth.yosys.seq_area_share": 0.568
  },
  "clock_tree": {
    "htreeDepth": 2,
    "clkSlewWorstSetupHoldPaths_ns": 0.03,
    "ctsLongestPathBuffers": 2,
    "clock_root_buffer": "sky130_fd_sc_hd__clkbuf_8",
    "clock_sink_count": 32,
    "cts-buffers-inserted": 5,
    "tritoncts": "done",
    "cts_post_setup_buffers_inserted": 0
  },
  "min_path": {
    "min-delay-path-class": "flip-flop to flip-flop",
    "min_to": "mem_address[0]",
    "launch_instance_of_the_worst_min_delay_path": "mem_address[0]",
    "min_path_cells": 2
  },
  "placement": {
    "hpwl_mm": 3.18,
    "place_congestion": 0.697,
    "place_worst_setup_slack_ns": -0.596,
    "port_buffers": 53
  },
  "worst_setup_path": {
    "timing.critical_path.max_delay_family": "flip-flops",
    "rrSetupSlack_ns": 1.57,
    "path_buffers": 1,
    "worst-endpoint-arrival_ns": 2.06,
    "crit_path_max_fanout": 2,
    "crit_path_cell_trace": "buf_2",
    "r2r_cells": 2,
    "r2r_start": "mem_address[1]",
    "critPathLaunchType": "flip-flop",
    "timing.critical_path.required_ns": 1.92,
    "timing.critical_path.to_type": "output pin",
    "timing.rr.end": "mem_address[1]",
    "slowest_stage": "sky130_fd_sc_hd__edfxtp_1",
    "cpPeakStageDelay_ns": 0.39,
    "critPathKind": "flip-flop to output pin"
  },
  "floorplan": {
    "die_h_um": 106,
    "fp-utilization": 0.234,
    "row_count": 31,
    "fp.coreArea_um2": 7210,
    "die_width_um": 106,
    "total_die_size_um2": 11200,
    "io_pins": 138
  },
  "layout": {
    "layout.core_utilization": 0.317,
    "flow.area_growth_from_synthesis_pct": 35.5,
    "drive_above_1_share": 0.215,
    "final_layout_top_logic_cells": "sky130_fd_sc_hd__conb_1, sky130_fd_sc_hd__clkdlybuf4s50_1, sky130_fd_sc_hd__inv_1",
    "final-comb-area_um2": 453,
    "ff_latch_area_um2": 961,
    "final.fill_count": 757,
    "layout_top_cell_excl_fill_tap": "sky130_fd_sc_hd__conb_1"
  },
  "detailed_routing": {
    "route.antenna.remaining_nets": 0,
    "drt-vias-per-instance": 3.08,
    "detailedRoute.firstPassIterationCount": 4,
    "avgRoutedWirePerCell_um": 12.1,
    "drt_iter0_drc": 21,
    "route.detailed.drc": 0,
    "finalWirelength_mm": 3.89,
    "detailroute.via_count": 991,
    "number_of_diodes_added_for_antenna_fixing": 0
  },
  "grt": {
    "grt_overflow_total": 0,
    "antenna_violations_before_repair": 0,
    "grt_first_pass_wirelength_mm": 5.75,
    "grt_util_all_layers": 0.0639,
    "grt_start_max_net_pins": 17,
    "first_global_vias": 1233
  },
  "final_timing": {
    "final_hold_viol_count": 0,
    "finClkSkew_ns": 0,
    "timing.final.setup_violations": 16,
    "timing_max_transition_violations_final": 0,
    "least_setup_slack_across_all_paths_after_layout_ns": -0.141,
    "rsz0062_at_grt": "true"
  },
  "flow_run": {
    "tool_warnings": 61,
    "maxCapViolations": 0
  }
}
## registers in the layout, indices dropped and copies added, names as in the netlist
| name | cells |
|---|---|
| mem_data | 16 |
| mem_address | 16 |
## worst register-to-register path: stages (launching register included)
cell and delay (ns):
sky130_fd_sc_hd__edfxtp_1 0.39, sky130_fd_sc_hd__mux2i_1 0.14, sky130_fd_sc_hd__nor2_1 0.05
## routing by layer
layer	track usage	vias up	share of wire	wire length [µm]
li1	-	467	-	-
met1	0.0738	428	0.42	1620
met2	0.0932	90	0.47	1840
met3	0.0391	6	0.094	364
met4	0.0290	0	0.018	71
met5	0	-	0	0
## power groups by stage
stage                 registers [mW]  clock network, mW  logic [mW]
after CTS                      0.680              0.734       0.147
after global routing           0.682              0.821       0.159
final                          0.679              0.685       0.140
## through the flow
stage	cells	instance area, µm²	total power [mW]	hold WS, ns	setup TNS, ns
floorplan	191	1940	0.874	0.532	0
global placement	282	2140	0.939	0.604	-26.03
detailed placement	282	2140	0.938	0.598	-26.59
CTS	322	2290	1.56	0.611	-1.79
global route	322	2290	1.66	0.654	-2.46
finish	322	2290	1.50	0.605	-1.37
## worst max-delay path by stage
stage,startpoint,to,slack [ns],cells past startpoint
4_1_cts,mem_address[1],mem_address[1],-0.18,1
6_report,mem_address[1],mem_address[1],-0.14,1
5_1_grt,mem_address[1],mem_address[1],-0.22,1
## Yosys cell counts
cell type | count | share of area
sky130_fd_sc_hd__and2b_2 | 4 | 0.021
sky130_fd_sc_hd__inv_1 | 1 | 0.0022
sky130_fd_sc_hd__conb_1 | 1 | 0.0022
sky130_fd_sc_hd__edfxtp_1 | 32 | 0.57
sky130_fd_sc_hd__nor2b_2 | 8 | 0.041
sky130_fd_sc_hd__nor2_1 | 2 | 0.0044
sky130_fd_sc_hd__buf_4 | 68 | 0.30
sky130_fd_sc_hd__buf_12 | 1 | 0.012
sky130_fd_sc_hd__mux2i_1 | 2 | 0.012
sky130_fd_sc_hd__nor2b_1 | 2 | 0.0074
sky130_fd_sc_hd__and2_2 | 1 | 0.0044
sky130_fd_sc_hd__nor2_4 | 1 | 0.0067
sky130_fd_sc_hd__nor2b_4 | 2 | 0.016
## repair_timing
item	in CTS	in global routing
gates cloned	1	0
gates resized	53	1
hold buffers	0	0
setup endpoints to repair	59	41
## cells by family after synthesis
family / synth area share
buffers and inverters: 0.316
other: 0.00222
muxes: 0.0118
DFF: 0.568
and+or+nand+nor: 0.101
## area by class of cell
type,count,share of cell area
Tap cell,99,0.0541
Sequential cell,32,0.420
Clock inverter,35,0.0699
Multi-Input combinational cell,90,0.198
Timing Repair Buffer,61,0.228
Clock buffer,5,0.0301
Power and IR drop assume default switching activity.
